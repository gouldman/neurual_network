==> /design/flow/design.v <==
module apb_gpio
#(
    parameter APB_ADDR_WIDTH = 12   
)
(
    input  logic                      HCLK,
    input  logic                      HRESETn,
    input  logic [APB_ADDR_WIDTH-1:0] PADDR,
    input  logic               [31:0] PWDATA,
    input  logic                      PWRITE,
    input  logic                      PSEL,
    input  logic                      PENABLE,
    output logic               [31:0] PRDATA,
    output logic                      PREADY,
    output logic                      PSLVERR,
    input  logic               [31:0] gpio_in,
    output logic               [31:0] gpio_in_sync,
    output logic               [31:0] gpio_out,
    output logic               [31:0] gpio_dir,
    output logic      [31:0]    [5:0] gpio_padcfg,
    output logic                      power_event,
    output logic                      interrupt
);
    logic [31:0] r_gpio_inten;
    logic [31:0] r_gpio_inttype0;
    logic [31:0] r_gpio_inttype1;
    logic [31:0] r_gpio_out;
    logic [31:0] r_gpio_dir;
    logic [31:0] r_gpio_sync0;
    logic [31:0] r_gpio_sync1;
    logic [31:0] r_gpio_in;
    logic [31:0] r_powerevent;
    logic [31:0] s_gpio_rise;
    logic [31:0] s_gpio_fall;
    logic [31:0] s_is_int_rise;
    logic [31:0] s_is_int_fall;
    logic [31:0] s_is_int_lev0;
    logic [31:0] s_is_int_lev1;
    logic [31:0] s_is_int_all;
    logic        s_rise_int;
    logic  [3:0] s_apb_addr;
    logic [31:0] r_status;
    assign s_apb_addr = PADDR[5:2];
    assign gpio_in_sync = r_gpio_sync1;
    assign s_gpio_rise = r_gpio_sync1 & ~r_gpio_in;  
    assign s_gpio_fall = ~r_gpio_sync1 & r_gpio_in;  
    assign s_is_int_rise =  r_gpio_inttype1 & ~r_gpio_inttype0 & s_gpio_rise;  
    assign s_is_int_fall =  r_gpio_inttype1 &  r_gpio_inttype0 & s_gpio_fall;  
    assign s_is_int_lev0 = ~r_gpio_inttype1 &  r_gpio_inttype0 & ~r_gpio_in;   
    assign s_is_int_lev1 = ~r_gpio_inttype1 & ~r_gpio_inttype0 &  r_gpio_in;   
    assign s_is_int_all  = r_gpio_inten & (s_is_int_rise | s_is_int_fall | s_is_int_lev0 | s_is_int_lev1);
    assign s_rise_int = |s_is_int_all;
    always_ff @(posedge HCLK, negedge HRESETn)
    begin
        if(~HRESETn)
        begin
            interrupt <= 1'b0;
            r_status  <=  'h0;
        end
        else
            if (!interrupt && s_rise_int )  
            begin
                interrupt <= 1'b1;
                r_status  <= s_is_int_all;
            end
            else if (interrupt && PSEL && PENABLE && !PWRITE && (s_apb_addr == 4'b0110))  
                 begin
                    interrupt <= 1'b0;
                    r_status  <=  'h0;
                 end
    end
    always_ff @(posedge HCLK, negedge HRESETn)
    begin
        if(~HRESETn)
        begin
            r_gpio_sync0    <= 'h0;
            r_gpio_sync1    <= 'h0;
            r_gpio_in       <= 'h0;
        end
        else 
        begin
            r_gpio_sync0    <= gpio_in;       
            r_gpio_sync1    <= r_gpio_sync0;
            r_gpio_in       <= r_gpio_sync1;  
        end
    end  
    always_ff @(posedge HCLK, negedge HRESETn) 
    begin
        if(~HRESETn) 
        begin
            r_gpio_inten    <=  '0;
            r_gpio_inttype0 <=  '0;
            r_gpio_inttype1 <=  '0;
            r_gpio_out      <=  '0;
            r_gpio_dir      <=  '0;
            r_powerevent    <=  '0;
            for (int i=0;i<32;i++)
                gpio_padcfg[i]  <=  6'b000010;  
        end
        else
        begin
            if (PSEL && PENABLE && PWRITE)
            begin
                case (s_apb_addr)
                4'b0000:
                    r_gpio_dir      <= PWDATA;
                4'b0010:
                    r_gpio_out      <= PWDATA;
                4'b0011:
                    r_gpio_inten    <= PWDATA;
                4'b0100:
                    r_gpio_inttype0 <= PWDATA;
                4'b0101:
                    r_gpio_inttype1 <= PWDATA;
                4'b0111:
                    r_powerevent    <= PWDATA;
                4'b1000:
                begin
                    gpio_padcfg[0]  <= PWDATA[5:0]  ;
                    gpio_padcfg[1]  <= PWDATA[13:8] ;
                    gpio_padcfg[2]  <= PWDATA[21:16];
                    gpio_padcfg[3]  <= PWDATA[29:24];
                end
                4'b1001:
                begin
                    gpio_padcfg[4]  <= PWDATA[5:0]  ;
                    gpio_padcfg[5]  <= PWDATA[13:8] ;
                    gpio_padcfg[6]  <= PWDATA[21:16];
                    gpio_padcfg[7]  <= PWDATA[29:24];
                end
                4'b1010:
                begin
                    gpio_padcfg[8]  <= PWDATA[5:0]  ;
                    gpio_padcfg[9]  <= PWDATA[13:8] ;
                    gpio_padcfg[10] <= PWDATA[21:16];
                    gpio_padcfg[11] <= PWDATA[29:24];
                end
                4'b1011:
                begin
                    gpio_padcfg[12] <= PWDATA[5:0]  ;
                    gpio_padcfg[13] <= PWDATA[13:8] ;
                    gpio_padcfg[14] <= PWDATA[21:16];
                    gpio_padcfg[15] <= PWDATA[29:24];
                end
                4'b1100:
                begin
                    gpio_padcfg[16] <= PWDATA[5:0]  ;
                    gpio_padcfg[17] <= PWDATA[13:8] ;
                    gpio_padcfg[18] <= PWDATA[21:16];
                    gpio_padcfg[19] <= PWDATA[29:24];
                end
                4'b1101:
                begin
                    gpio_padcfg[20] <= PWDATA[5:0]  ;
                    gpio_padcfg[21] <= PWDATA[13:8] ;
                    gpio_padcfg[22] <= PWDATA[21:16];
                    gpio_padcfg[23] <= PWDATA[29:24];
                end
                4'b1110:
                begin
                    gpio_padcfg[24] <= PWDATA[5:0]  ;
                    gpio_padcfg[25] <= PWDATA[13:8] ;
                    gpio_padcfg[26] <= PWDATA[21:16];
                    gpio_padcfg[27] <= PWDATA[29:24];
                end
                4'b1111:
                begin
                    gpio_padcfg[28]  <= PWDATA[5:0]  ;
                    gpio_padcfg[29]  <= PWDATA[13:8] ;
                    gpio_padcfg[30]  <= PWDATA[21:16];
                    gpio_padcfg[31]  <= PWDATA[29:24];
                end
                endcase
            end
        end
    end  
    always_comb
    begin
        case (s_apb_addr)
        4'b0000:
            PRDATA = r_gpio_dir;
        4'b0001:
            PRDATA = r_gpio_in;
        4'b0010:
            PRDATA = r_gpio_out;
        4'b0011:
            PRDATA = r_gpio_inten;
        4'b0100:
            PRDATA = r_gpio_inttype0;
        4'b0101:
            PRDATA = r_gpio_inttype1;
        4'b0110:
            PRDATA = r_status;
        4'b0111:
            PRDATA = r_powerevent;
        4'b1000:
            PRDATA = {2'b00,gpio_padcfg[3],2'b00,gpio_padcfg[2],2'b00,gpio_padcfg[1],2'b00,gpio_padcfg[0]};
        4'b1001:
            PRDATA = {2'b00,gpio_padcfg[7],2'b00,gpio_padcfg[6],2'b00,gpio_padcfg[5],2'b00,gpio_padcfg[4]};
        4'b1010:
            PRDATA = {2'b00,gpio_padcfg[11],2'b00,gpio_padcfg[10],2'b00,gpio_padcfg[9],2'b00,gpio_padcfg[8]};
        4'b1011:
            PRDATA = {2'b00,gpio_padcfg[15],2'b00,gpio_padcfg[14],2'b00,gpio_padcfg[13],2'b00,gpio_padcfg[12]};
        4'b1100:
            PRDATA = {2'b00,gpio_padcfg[19],2'b00,gpio_padcfg[18],2'b00,gpio_padcfg[17],2'b00,gpio_padcfg[16]};
        4'b1101:
            PRDATA = {2'b00,gpio_padcfg[23],2'b00,gpio_padcfg[22],2'b00,gpio_padcfg[21],2'b00,gpio_padcfg[20]};
        4'b1110:
            PRDATA = {2'b00,gpio_padcfg[27],2'b00,gpio_padcfg[26],2'b00,gpio_padcfg[25],2'b00,gpio_padcfg[24]};
        4'b1111:
            PRDATA = {2'b00,gpio_padcfg[31],2'b00,gpio_padcfg[30],2'b00,gpio_padcfg[29],2'b00,gpio_padcfg[28]};
        default:
            PRDATA = 'h0;
        endcase
    end
    always_comb
    begin
        power_event = 1'b0;
        for (int e=0;e<32;e++)
            if (r_powerevent[e] == 1'b1)
                power_event = gpio_in[e];
    end
    assign gpio_out = r_gpio_out;
    assign gpio_dir = r_gpio_dir;
    assign PREADY  = 1'b1;
    assign PSLVERR = 1'b0;
endmodule
==> /design/flow/run.sh <==
#!/bin/bash
# OpenROAD 26Q1-2900-gdf79404cd8, Yosys 0.63+post, stock flow scripts
make -C /OpenROAD-flow-scripts/flow DESIGN_CONFIG=/design/flow/config.mk WORK_HOME=/design/flow/orfs finish
==> /design/flow/config.mk <==
export PLATFORM = sky130hd
export DESIGN_NAME = apb_gpio
export DESIGN_NICKNAME = apb_gpio
export VERILOG_FILES = /design/flow/design.v
export SDC_FILE = /design/flow/constraint.sdc
export NUM_CORES = 4
export LEC_CHECK = 1
export CORE_UTILIZATION = 50
==> /design/flow/constraint.sdc <==
current_design apb_gpio

set clk_period 8.1
set clk_io_pct 0.2

create_clock -name clk0 -period $clk_period [get_ports {HCLK}]

set non_clock_inputs [all_inputs -no_clocks]
set_input_delay [expr $clk_period * $clk_io_pct] -clock clk0 $non_clock_inputs
set_output_delay [expr $clk_period * $clk_io_pct] -clock clk0 [all_outputs]
==> metrics.yaml <==
num_vias: 18400
fp.coreArea_sq_mm: 0.0455
hold_buffers: 0
wl_met1_um: 37100
cts_tree: "done"
fin_skew_ns: 0.0163
cts-buffers-inserted: 53
comb_area_sq_mm: 0.00966
synth_area_sq_mm: 0.0231
synth-edff-count: 0
irDropWorstVdd_uv: 189
clockBufferDepth: 3
root_buffer: "clkbuf_16"
min_period_over_period_pct: 87.3
grt_antenna_before_repair: 2
htree_levels: 2
synth_area_per_cell_sq_um: 12.7
hold_class: "flop to flop"
cp.required_ns: 6.48
max_slew_margin_pct: 32.1
top_layer: "met5"
yosys.cell_types.count: 69
die_y_um: 217
warnings: 37
powerDensity_mw_per_mm2: 231
place_congestion: 0.984
grt_max_degree: 115
grt_overflow: 0
final-setup-viol-count: 0
ys_area_sq_mm: 0.0231
ios: 405
status: "complete, no violations"
ant_nets: 0
drive_gt1_share_pct: 9.67
start_kind: "primary input"
fin_tns_setup_ns: 0
grtUsageTotal_pct: 40.5
wirelength_um: 89300
route.detailed.drc: 0
worstMarginPinSlew_ns: 1.02
syn2layout_area_growth_pct: 28.5
path_max_fanout: 27
grt_pass1_vias: 18400
via_per_inst: 6.43
wl_met3_um: 11300
layout_setup_ws_ns: 1.03
clkLatencyLatePin_ns: 0.61
ys_ff: 513
num_rows: 78
wl_per_cell_um: 31.3
fillers: 3430
leakagePower_nw: 13.2
grt_setup_unrepaired: "false"
first_pass_iters: 9
fin_crit_ns: 7.07
cts.clk_slew.worst_paths_ns: 0.06
fmax_mhz: 141
port_buffers: 394
synth_warnings: 1
grt_pass1_wl_um: 129000
fp_util_pct: 50.7
synthArstFlopShare_pct: 100
post_cts_resized: 0
die_area_sq_mm: 0.0470
max-cap-violations: 0
wl_met2_um: 38000
critPathArrivalTime_ns: 5.45
drt-initial-drc-count: 1826
worstSetupPathType: "primary input to output port"
cts.sinks: 513
yosys_cells: 1821
register_area_sq_mm: 0.0129
post-cts-setup-buffers: 0
ys_seq_share_pct: 55.8
dp_hpwl_um: 62500
flop_cell: "dfrtp_1"
hold_viol: 0
dp_slack_ns: 1.15
maxSlewViolCount: 0
end_kind: "output port"
syn-instance-count: 1821
die_w_um: 217
## area by class of cell
cell class / instances / share of cell area [%]
well taps: 600 / 2.53
clock buffers: 79 / 5.21
flip-flops and latches: 513 / 43.4
repair buffers: 462 / 15.0
diodes: 3 / 0.0253
multi-input cells: 1160 / 32.6
clock inverters: 17 / 0.894
inverters: 23 / 0.291
## metal layers
metal,up-vias,track usage (%)
li1,7683,-
met1,9443,62.1
met2,1086,55.0
met3,166,18.2
met4,2,10.3
met5,-,1.04
## critical path, stage by stage
cell and delay [ns]:
clkdlybuf4s50_1 0.89, nand2b_1 0.60, nor2_2 0.33, buf_4 0.51, a22o_1 0.24, a221oi_1 0.05
and3_1 0.18, a31oi_1 0.44, clkdlybuf4s50_1 0.57
## registers in the layout, indices dropped and copies added, names as in the netlist
name / flops
r_status: 32
r_gpio_inten: 32
r_gpio_dir: 32
r_gpio_sync1: 32
r_powerevent: 32
interrupt: 1
r_gpio_in: 32
r_gpio_sync0: 32
gpio_padcfg: 192
r_gpio_inttype0: 32
r_gpio_inttype1: 32
r_gpio_out: 32
## cell families (layout without fill, tap and decap cells)
group           after synthesis  after routing  share of synthesized area (%)
flops                       513            513                           55.8
compound gates              371            371                           12.4
xor+xnor                      6              6                          0.228
other cells                   2              5                         0.0325
simple gates                363            363                           8.48
buf+inv                     148            581                           2.82
mux                         418            418                           20.2
## cells in the mapped netlist, drive strengths merged (7+ instances only)
library cell / instances / share of area [%]
dfrtp: 481 / 52
mux2: 375 / 18
nand2: 118 / 1.9
a22oi: 83 / 2.7
buf: 76 / 1.7
nor2: 59 / 0.99
clkbuf: 49 / 0.80
mux2i: 42 / 1.8
nand3: 36 / 0.78
o21ai: 33 / 0.72
a21oi: 32 / 0.69
dfstp: 32 / 3.6
o211ai: 28 / 0.91
nand3b: 27 / 0.88
a222oi: 26 / 1.1
and3b: 25 / 0.95
inv: 23 / 0.37
nor2b: 22 / 0.60
a32oi: 21 / 0.80
a22o: 19 / 0.72
a221oi: 18 / 0.68
nor3: 18 / 0.65
a211o: 15 / 0.57
a31oi: 15 / 0.41
nand2b: 14 / 0.38
a41oi: 13 / 0.57
nand4: 12 / 0.33
and3: 10 / 0.27
o31a: 10 / 0.38
o21a: 9 / 0.29
nor3b: 7 / 0.23
o221ai: 7 / 0.27
o22a: 7 / 0.27
## stage by stage
step	total power, mW	util (%)	hold WS, ns	area (sq um)	std cells
4_1_cts	6.86	65.2	0.347	29600	2854
6_report	6.84	65.2	0.346	29700	2857
2_1_floorplan	3.48	-	0.331	23100	1821
5_1_grt	7.08	65.2	0.350	29700	2855
3_5_place_dp	4.29	61.2	0.335	27800	2758
3_3_place_gp	4.27	61.2	0.331	27800	2758
## power breakdown
part | switching [mW] | internal (mW) | total, mW
logic | 0.438 | 0.618 | 1.06
clock network | 1.04 | 1.53 | 2.57
registers | 0.346 | 2.87 | 3.21
## placed cells by master, fill, tap and decap left out, types with 25 or more instances in the layout
cell	Yosys	layout
nand2_1	117	116
and3b_1	25	25
a22oi_1	83	83
mux2i_1	42	42
dfstp_2	32	32
clkdlybuf4s50_1	0	391
a222oi_1	26	26
mux2_1	369	369
nand3_1	36	36
nand3b_1	27	27
a21oi_1	32	32
clkbuf_16	0	53
o211ai_1	28	28
dfrtp_1	481	481
buf_4	2	67
nor2_1	56	53
## path summary, 6_finish.rpt
| path | from | end | slack, ns | depth (start not counted) |
|---|---|---|---|---|
| max in group asynchronous | HRESETn | gpio_padcfg[10] | 5.16 | 3 |
| min in group asynchronous | HRESETn | r_gpio_dir[22] | 0.98 | 1 |
| worst min-delay path | r_gpio_sync0[2] | r_gpio_sync1[2] | 0.35 | 0 |
| worst max register to register | r_gpio_sync1[9] | r_status[28] | 5.60 | 7 |
| worst min register to register | r_gpio_sync0[2] | r_gpio_sync1[2] | 0.35 | 0 |
| worst max-delay path | PADDR[2] | PRDATA[4] | 1.03 | 9 |
No activity file was given, so power comes from the tool's default toggle rates.
