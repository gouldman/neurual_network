--- design.v ---
module spi_master_apb_if
#(
    parameter BUFFER_DEPTH   = 10,
    parameter APB_ADDR_WIDTH = 12,   
    parameter LOG_BUFFER_DEPTH = ((BUFFER_DEPTH) < ( 1 ) ? 0 : (BUFFER_DEPTH) < ( 2 ) ? 1 : (BUFFER_DEPTH) < ( 4 ) ? 2 : (BUFFER_DEPTH) < ( 8 ) ? 3 : (BUFFER_DEPTH) < ( 16 )  ? 4 : (BUFFER_DEPTH) < ( 32 )  ? 5 : (BUFFER_DEPTH) < ( 64 )  ? 6 : (BUFFER_DEPTH) < ( 128 ) ? 7 : (BUFFER_DEPTH) < ( 256 ) ? 8 : (BUFFER_DEPTH) < ( 512 ) ? 9 : (BUFFER_DEPTH) < ( 1024 ) ? 10 : (BUFFER_DEPTH) < ( 2048 ) ? 11 : (BUFFER_DEPTH) < ( 4096 ) ? 12 : (BUFFER_DEPTH) < ( 8192 ) ? 13 : (BUFFER_DEPTH) < ( 16384 ) ? 14 : (BUFFER_DEPTH) < ( 32768 ) ? 15 : (BUFFER_DEPTH) < ( 65536 ) ? 16 : (BUFFER_DEPTH) < ( 131072 ) ? 17 : (BUFFER_DEPTH) < ( 262144 ) ? 18 : (BUFFER_DEPTH) < ( 524288 ) ? 19 : (BUFFER_DEPTH) < ( 1048576 ) ? 20 : (BUFFER_DEPTH) < ( 1048576 * 2 ) ? 21 : (BUFFER_DEPTH) < ( 1048576 * 4 ) ? 22 : (BUFFER_DEPTH) < ( 1048576 * 8 ) ? 23 : (BUFFER_DEPTH) < ( 1048576 * 16 ) ? 24 : 25)
)
(
    input  logic                      HCLK,
    input  logic                      HRESETn,
    input  logic [APB_ADDR_WIDTH-1:0] PADDR,
    input  logic               [31:0] PWDATA,
    input  logic                      PWRITE,
    input  logic                      PSEL,
    input  logic                      PENABLE,
    output logic               [31:0] PRDATA,
    output logic                      PREADY,
    output logic                      PSLVERR,
    output logic                [7:0] spi_clk_div,
    output logic                      spi_clk_div_valid,
    input  logic               [31:0] spi_status,
    output logic               [31:0] spi_addr,
    output logic                [5:0] spi_addr_len,
    output logic               [31:0] spi_cmd,
    output logic                [5:0] spi_cmd_len,
    output logic                [3:0] spi_csreg,
    output logic               [15:0] spi_data_len,
    output logic               [15:0] spi_dummy_rd,
    output logic               [15:0] spi_dummy_wr,
    output logic [LOG_BUFFER_DEPTH:0] spi_int_th_tx,
    output logic [LOG_BUFFER_DEPTH:0] spi_int_th_rx,
    output logic [LOG_BUFFER_DEPTH:0] spi_int_cnt_tx,
    output logic [LOG_BUFFER_DEPTH:0] spi_int_cnt_rx,
    output logic                      spi_int_en,
    output logic                      spi_int_cnt_en,
    output logic                      spi_int_rd_sta,
    output logic                      spi_swrst,
    output logic                      spi_rd,
    output logic                      spi_wr,
    output logic                      spi_qrd,
    output logic                      spi_qwr,
    output logic               [31:0] spi_data_tx,
    output logic                      spi_data_tx_valid,
    input  logic                      spi_data_tx_ready,
    input  logic               [31:0] spi_data_rx,
    input  logic                      spi_data_rx_valid,
    output logic                      spi_data_rx_ready
);
    logic [3:0] write_address;
    logic [3:0] read_address;
    assign write_address = PADDR[5:2];
    assign read_address  = PADDR[5:2];
    assign PSLVERR = 1'b0;
    assign PREADY  = 1'b1;
    assign spi_int_rd_sta = PSEL & PENABLE & ~PWRITE & (read_address  == 4'b1010);
    always @( posedge HCLK or negedge HRESETn )
    begin
        if ( HRESETn == 1'b0 )
        begin
            spi_swrst         <= 1'b0;
            spi_rd            <= 1'b0;
            spi_wr            <= 1'b0;
            spi_qrd           <= 1'b0;
            spi_qwr           <= 1'b0;
            spi_clk_div_valid <= 1'b0; 
            spi_clk_div       <=  '0;
            spi_cmd           <=  '0;
            spi_addr          <=  '0;
            spi_cmd_len       <=  '0;
            spi_addr_len      <=  '0;
            spi_data_len      <=  '0;
            spi_dummy_rd      <=  '0;
            spi_dummy_wr      <=  '0;
            spi_csreg         <=  '0;
            spi_int_th_tx     <=  '0;
            spi_int_th_rx     <=  '0;
            spi_int_cnt_tx    <=  '0;
            spi_int_cnt_rx    <=  '0;
            spi_int_cnt_en    <= 1'b0; 
            spi_int_en        <= 1'b0; 
        end
        else  if (PSEL && PENABLE && PWRITE)
              begin
                  spi_swrst         <= 1'b0;
                  spi_rd            <= 1'b0;
                  spi_wr            <= 1'b0;
                  spi_qrd           <= 1'b0;
                  spi_qwr           <= 1'b0;
                  spi_clk_div_valid <= 1'b0;
                  case(write_address)
                  4'b0000:
                  begin
                      spi_rd    <= PWDATA[0];
                      spi_wr    <= PWDATA[1];
                      spi_qrd   <= PWDATA[2];
                      spi_qwr   <= PWDATA[3];
                      spi_swrst <= PWDATA[4];
                      spi_csreg <= PWDATA[11:8];
                  end
                  4'b0001:
                  begin
                      spi_clk_div       <= PWDATA[7:0];
                      spi_clk_div_valid <= 1'b1;
                  end
                  4'b0010:
                      spi_cmd <= PWDATA;
                  4'b0011:
                      spi_addr <= PWDATA;
                  4'b0100:
                  begin
                      spi_cmd_len        <= PWDATA[5:0];
                      spi_addr_len       <= PWDATA[13:8];
                      spi_data_len[7:0]  <= PWDATA[23:16];
                      spi_data_len[15:8] <= PWDATA[31:24];
                  end
                  4'b0101:
                  begin
                      spi_dummy_rd[7:0]  <= PWDATA[7:0];
                      spi_dummy_rd[15:8] <= PWDATA[15:8];
                      spi_dummy_wr[7:0]  <= PWDATA[23:16];
                      spi_dummy_wr[15:8] <= PWDATA[31:24];
                  end
                  4'b1001:
                  begin
                      spi_int_th_tx  <= PWDATA[     LOG_BUFFER_DEPTH: 0];
                      spi_int_th_rx  <= PWDATA[ 8 + LOG_BUFFER_DEPTH: 8];
                      spi_int_cnt_tx <= PWDATA[16 + LOG_BUFFER_DEPTH:16];
                      spi_int_cnt_rx <= PWDATA[24 + LOG_BUFFER_DEPTH:24];
                      spi_int_cnt_en <= PWDATA[30];
                      spi_int_en     <= PWDATA[31];
                  end
                  endcase
              end
              else
              begin
                  spi_swrst         <= 1'b0;
                  spi_rd            <= 1'b0;
                  spi_wr            <= 1'b0;
                  spi_qrd           <= 1'b0;
                  spi_qwr           <= 1'b0;
                  spi_clk_div_valid <= 1'b0;
              end
    end  
  always_comb
    begin
      case(read_address)
        4'b0000:
            PRDATA = spi_status;
        4'b0001:
            PRDATA = {24'h00_0000,spi_clk_div};
        4'b0010:
            PRDATA = spi_cmd;
        4'b0011:
            PRDATA = spi_addr;
        4'b0100:
            PRDATA = {spi_data_len,2'b00,spi_addr_len,2'b00,spi_cmd_len};
        4'b0101:
            PRDATA = {spi_dummy_wr,spi_dummy_rd};
        4'b1000:
            PRDATA = spi_data_rx;
        4'b1001:
        begin
            PRDATA                           = '0;
            PRDATA[     LOG_BUFFER_DEPTH: 0] = spi_int_th_tx;
            PRDATA[ 8 + LOG_BUFFER_DEPTH: 8] = spi_int_th_rx;
            PRDATA[16 + LOG_BUFFER_DEPTH:16] = spi_int_cnt_tx;
            PRDATA[24 + LOG_BUFFER_DEPTH:24] = spi_int_cnt_rx;
            PRDATA[30]                       = spi_int_cnt_en;
            PRDATA[31]                       = spi_int_en;
        end
        default:
            PRDATA = '0;
      endcase
    end  
    assign spi_data_tx       = PWDATA;
    assign spi_data_tx_valid = PSEL & PENABLE &  PWRITE & (write_address == 4'b0110);
    assign spi_data_rx_ready = PSEL & PENABLE & ~PWRITE & (read_address  == 4'b1000);
endmodule
--- run.sh ---
#!/bin/bash
# OpenROAD 26Q1-2900-gdf79404cd8, Yosys 0.63+post, stock flow scripts
make -C /OpenROAD-flow-scripts/flow DESIGN_CONFIG=/design/flow/config.mk WORK_HOME=/design/flow/orfs finish
--- config.mk ---
export PLATFORM = sky130hd
export DESIGN_NAME = spi_master_apb_if
export DESIGN_NICKNAME = spi_master_apb_if
export VERILOG_FILES = /design/flow/design.v
export SDC_FILE = /design/flow/constraint.sdc
export NUM_CORES = 4
export LEC_CHECK = 1
export CORE_UTILIZATION = 40
--- constraint.sdc ---
current_design spi_master_apb_if

set clk_period 7.9
set clk_io_pct 0.2

create_clock -name clk0 -period $clk_period [get_ports {HCLK}]

set non_clock_inputs [all_inputs -no_clocks]
set_input_delay [expr $clk_period * $clk_io_pct] -clock clk0 $non_clock_inputs
set_output_delay [expr $clk_period * $clk_io_pct] -clock clk0 [all_outputs]
==> results.cfg <==
; generated from flow reports
[timing]
timing.clock.skew_ns = 0
maxSlewViolCount = 0
timing.final.crit_share = 0.752
setup_total_negative_slack_ns = 0
slew_headroom = 0.389
worst_slew_pin_slew_ns = 0.912
final_hold_viol_count = 0
post-route-min-period_ns = 5.94
setup-violations-final = 0
fmaxAchievable_ghz = 0.168
rsz0062_at_grt = false

[critical_path]
critPathArrivalTime_ns = 4.36
worst_setup_path_end_kind = primary output
required_ns = 6.32
timing.critical_path.slowest_cell_delay_ns = 0.78
critical-path-slowest-cell = nor4bb_4
start_kind = input port
critPathMaxFanout = 28
crit_path_frequent_cell = buf_4
crit_path_category = in -> out
cp_cell_sequence = buf_2 -> buf_4 -> nor4bb_4 -> buf_4 -> a22oi_1 -> o211ai_1 -> clkdlybuf4s50_1

[synth]
synth_flops = 164
synthDominantCellAreaShare = 0.491
async_flop_share = 1.00
synthesis.area_per_instance_um2 = 12.7
synth-edff-count = 0
yosys.stat.chipArea_um2 = 8360
flop_cell = dfrtp_1
yosysCellCount = 658
syn_area_um2 = 8360
synth_top_cell_by_area = dfrtp_1
synth_seq_share = 0.491
ys_types = 47
synthCells = 658
ys_warn_count = 1
yosys-top-cells-area = dfrtp_1, mux2_2, mux2_4

[clock_network]
postCtsResizedCells = 0
clkSinkCount = 164
cts_hold_buf = 0
worst_setup_hold_path_clk_slew_ns = 0.06
clockRootBuffer = clkbuf_16
cts_buffers = 17
post_cts_buffers = 0
tritoncts_clock_tree = done
clock_insertion_delay_worst_skew_ns = 0.41
htree_num_levels = 4
clk_path_buf_depth = 2

[finish]
non_filler_instance_count_after_layout = 1227
n_fill_cell = 1580
final_layout_size_suffix_gt1_frac = 0.238
area_growth_syn_to_layout_pct = 47.3

[power]
power.density_nw_per_um2 = 198
peakVddDrop_mv = 0.156
power.internal_mw = 1.86
leakagePower_nw = 5.31
net_sw_frac = 0.236
p_sw_mw = 0.576
share_comb_of_total_power = 0.218
p_seq_frac = 0.425
power.share.clock = 0.357

[global_route]
grt_util_all_layers = 0.284
grt_pass1_vias = 7040
grt_max_degree = 79
first_pass_grt_wire_length_mm = 43.9
grt_util_met1 = 0.397
grt_use_met2 = 0.444
grt.overflow.total = 0
antenna_found_initial = 2
grt-busiest-layer = met2
grt_util_met3 = 0.101

[route]
detail_route.wl_per_cell_um = 23.6
final_antenna_net_count = 0
vias_after_detailed_routing = 6856
detail_route.vias_per_cell = 5.59
route.final.wire_length_mm = 29.0
first_iter_violations = 351
remaining_drc_errors = 0
drt_pre_antenna_iters = 8

[placed_design]
detailed_place_hpwl_mm = 19.8
number_of_port_buffers = 335
final_weighted_congestion_in_routability_driven_placement = 0.873
post-place-cells = 1196

[floorplan]
core.rowCount = 52
design.die.area_um2 = 21500
number_of_top_level_pins = 348
die_x_um = 147
die_h_um = 147
placeableCoreArea_um2 = 20400
initial_core_util = 0.411

[run]
drv_cap = 0
stage_log_warnings = 36

[min_path]
timing.hold.worst.class = reg -> reg

[outcome]
status = complete, no violations
[per-stage QoR]
step	setup slack [ns]	utilization	instance area (um2)	total power, mW	hold WS (ns)
finish	1.96	0.605	12300	2.44	0.510
global route	1.85	0.605	12300	2.54	0.522
CTS	1.95	0.605	12300	2.46	0.511
detailed placement	1.94	0.575	11700	1.58	0.497
global placement	1.96	0.575	11700	1.58	0.492
floorplan	3.48	-	8360	1.19	0.456
[synthesized netlist by cell type, drive strengths merged, types with 4 or more instances]
| cell | instances |
|---|---|
| buf | 67 |
| o221ai | 17 |
| a22oi | 40 |
| nand2b | 6 |
| nor2b | 4 |
| a21oi | 12 |
| mux2i | 28 |
| and2 | 5 |
| o211ai | 7 |
| nand2 | 15 |
| a2bb2oi | 19 |
| nor3 | 10 |
| nor2 | 4 |
| or4 | 5 |
| a22o | 4 |
| dfrtp | 164 |
| clkbuf | 22 |
| mux2 | 162 |
| nand3b | 27 |
| or3 | 6 |
[placed cells by master, fill, tap and decap left out, drive strengths merged, types with 3 or more instances in the layout]
cell type / instances
clkdlybuf4s50: 330
dfrtp: 164
mux2: 162
a22oi: 40
mux2i: 28
nand3b: 27
buf: 27
clkbuf: 20
a2bb2oi: 19
o221ai: 17
nand2: 15
a21oi: 12
nor3: 10
o211ai: 7
nand2b: 6
or3: 6
or4: 5
and2: 5
nor2: 4
nor2b: 4
a22o: 4
bufinv: 4
clkinv: 4
a32oi: 3
and3: 3
or2: 3
[registers in the layout, indices dropped and copies added (netlist names)]
register and count:
spi_addr 32, spi_addr_len 6, spi_clk_div 8, spi_clk_div_valid 1
spi_cmd 32, spi_cmd_len 6, spi_csreg 4, spi_data_len 16
spi_dummy_rd 16, spi_dummy_wr 16, spi_int_cnt_en 1, spi_int_cnt_rx 5
spi_int_cnt_tx 5, spi_int_en 1, spi_int_th_rx 5, spi_int_th_tx 5
spi_qrd 1, spi_qwr 1, spi_rd 1, spi_swrst 1
spi_wr 1
[worst max-delay path, delay by kind of cell]
family | cells | cell delay, ns
buffers and inverters | 4 | 1.75
AND/OR/NAND/NOR | 1 | 0.78
AND-OR/OR-AND | 2 | 0.23
[layer usage]
metal,part of all wire,up-vias
met4,0.017,0
met2,0.48,380
met5,0,-
met1,0.40,3444
li1,-,3006
met3,0.10,26
[power groups by stage]
stage / combinational (mW) / sequential (mW) / clock [mW]
CTS: 0.537 / 1.04 / 0.884
global route: 0.571 / 1.05 / 0.920
finish: 0.531 / 1.04 / 0.870
[final timing paths]
path	slack, ns	startpoint	to	cells past startpoint
max	1.96	PADDR[3]	PRDATA[29]	7
min	0.51	spi_csreg[3]	spi_csreg[3]	1
max reg2reg	7.08	spi_cmd[25]	spi_cmd[25]	1
min reg2reg	0.51	spi_csreg[3]	spi_csreg[3]	1
max in group asynchronous	5.49	HRESETn	spi_cmd[3]	2
min in group asynchronous	1.16	HRESETn	spi_qwr	1
[cells by family after synthesis]
family | count (synthesis) | share of synthesized area
simple gates | 100 | 0.0763
mux | 190 | 0.261
compound gates | 112 | 0.104
flops | 164 | 0.491
other cells | 2 | 0.000898
buf+inv | 90 | 0.0672
[cell type report]
type                    count  area [um2]  area share
flip-flops and latches    164        4100       0.333
repair buffers            357        3500       0.284
well taps                 270         338      0.0274
diodes                      2        5.00    0.000406
inverters                   1        3.75    0.000305
multi-input cells         404        3760       0.305
clock buffers              20         457      0.0371
clock inverters             9         155      0.0126
No activity file was given, so power comes from the tool's default toggle rates.
